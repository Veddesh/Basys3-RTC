### ./run.sh
#!/bin/bash
# OpenROAD 26Q1-2900-gdf79404cd8, Yosys 0.63+post, stock flow scripts
make -C /OpenROAD-flow-scripts/flow DESIGN_CONFIG=/design/flow/config.mk WORK_HOME=/design/flow/orfs finish
### ./config.mk
export PLATFORM = sky130hd
export DESIGN_NAME = Top_Module
export DESIGN_NICKNAME = Top_Module
export VERILOG_FILES = /design/flow/design.v
export SDC_FILE = /design/flow/constraint.sdc
export NUM_CORES = 4
export LEC_CHECK = 1
export CORE_UTILIZATION = 30
### ./constraint.sdc
current_design Top_Module

set clk_period 7.0
set clk_io_pct 0.2

create_clock -name clk0 -period $clk_period [get_ports {clk}]

set non_clock_inputs [all_inputs -no_clocks]
set_input_delay [expr $clk_period * $clk_io_pct] -clock clk0 $non_clock_inputs
set_output_delay [expr $clk_period * $clk_io_pct] -clock clk0 [all_outputs]
### ./design.v
module Decoder_7_segment(
    input [3:0] in,
    output reg [6:0] seg
    );
    always @(in)
    begin
        case(in)
            4'b0000: seg = 7'b0000001;  
            4'b0001: seg = 7'b1001111;  
            4'b0010: seg = 7'b0010010;  
            4'b0011: seg = 7'b0000110;  
            4'b0100: seg = 7'b1001100;  
            4'b0101: seg = 7'b0100100;  
            4'b0110: seg = 7'b0100000;  
            4'b0111: seg = 7'b0001111;  
            4'b1000: seg = 7'b0000000;  
            4'b1001: seg = 7'b0000100;  
            default: seg = 7'b1111111;  
        endcase
    end
endmodule
module binarytoBCD(
    input [11:0] binary,
    output reg [3:0] thos,
    output reg [3:0] hund,
    output reg [3:0] tens,
    output reg [3:0] ones
    );
    reg [11:0] bcd_data=0;
    always @(binary)
    begin
    bcd_data=binary;
    thos=bcd_data/1000;
    bcd_data=bcd_data%1000;
    hund=bcd_data/100;
    bcd_data=bcd_data%100;
    tens=bcd_data/10;
    ones=bcd_data%10;
    end
endmodule
module debounce(
    input clk_in, pb,    
    output reg pb_out    
);
    reg [19:0] count = 0; 
    reg pb_sync_0, pb_sync_1, pb_stable;
    always @(posedge clk_in) begin
        pb_sync_0 <= pb;  
        pb_sync_1 <= pb_sync_0;
        if (pb_sync_1 == pb_stable)
            count <= 0;   
        else begin
            count <= count + 1;
            if (count > 1_000_000)  
                pb_stable <= pb_sync_1;
        end
    end
    always @(posedge clk_in) begin
        pb_out <= (pb_sync_1 & ~pb_stable);  
    end
endmodule
module digital_clock(
    input clk,
    input en,
    input rst,
    input hrup,
    input minup,
    output [3:0] s1,
    output [3:0] s2,
    output [3:0] m1,
    output [3:0] m2,
    output [3:0] h1,
    output [3:0] h2
    );
    reg [5:0] hour=0,min=0,sec=0;  
    integer clkc=0;
    localparam onesec=100_000_000;
     always @(posedge clk)
     begin
     if (rst==1'b1)
     begin
     hour<=0;
     min<=0;
     sec<=0;
     end
     else if (minup==1'b1)
     begin
     if (min==6'd59)
     begin
     min<=0;
     end
     else
     begin
     min<=min+1'd1;
     end
     end
     else if (hrup==1'b1)
     begin
     if (hour==23)
     begin
     hour<=0;
     end
     else
     begin
     hour<=hour+1'd1;
     end
     end
     else if (en==1'b1)
        if (clkc==onesec)
        begin 
        clkc<=0;
        if (sec==6'd59)
        begin
    sec<=0;
    if (min==6'd59)
    begin min<=0;
    if (hour==6'd23)
    hour<=0;
     else
        hour<=hour+1'd1;
    end
    else
    min<=min+1'd1;
    end
    else
    sec<=sec+1'd1;
    end
    else
    clkc<=clkc+1;
    end
binarytoBCD secs(.binary(sec),.thos(),.hund(),.tens(s2),.ones(s1));
binarytoBCD mins(.binary(min),.thos(),.hund(),.tens(m2),.ones(m1));
binarytoBCD hours(.binary(hour),.thos(),.hund(),.tens(h2),.ones(h1));
endmodule
 module sevenseg_driver(
        input clk,
        input clr,
        input [3:0] in1,
        input [3:0] in2,
        input [3:0] in3,
        input [3:0] in4,
        output reg [6:0] seg,
        output reg [3:0] an
        );
        wire[6:0] seg1,seg2,seg3,seg4;
        reg [12:0] segclk;
        localparam LEFT=2'b00,MIDLEFT=2'b01,MIDRIGHT=2'b10,RIGHT=2'b11;
        reg [1:0] state=LEFT;
        always @(posedge clk)
        begin
        segclk<=segclk+1'b1;
        end
        always @(posedge segclk[12] or posedge clr)
        begin
        if (clr==1)
        begin
        seg<=7'b0000000;
        an<=4'b0000;
        state<=LEFT;
        end
        else
        begin
        case(state)
        LEFT:
        begin
        seg<=seg1;
        an<=4'b0111;
        state<=MIDLEFT;
        end
        MIDLEFT:
        begin
        seg<=seg2;
        an<=4'b1011;
        state<=MIDRIGHT;
        end
        MIDRIGHT:
        begin
        seg<=seg3;
        an<=4'b1101;
        state<=RIGHT;
        end
        RIGHT:
        begin
        seg<=seg4;
        an<=4'b1110;
        state<=LEFT;
        end
        endcase
        end
        end
        Decoder_7_segment disp1(in1,seg1);
        Decoder_7_segment disp2(in2,seg2);
        Decoder_7_segment disp3(in3,seg3);
        Decoder_7_segment disp4(in4,seg4);
    endmodule
module Top_Module(
    input clk,  
    input sw,  
    input btnC,  
    input btnU,  
    input btnR,  
    output [6:0] seg,
    output [3:0] an,
    output [7:0] led  
);
wire [3:0] s1, s2, m1, m2, h1, h2;
reg hrup, minup;
wire btnCclr, btnUclr, btnRclr;
reg btnCclr_prev, btnUclr_prev, btnRclr_prev;
debounce dbC(clk, btnC, btnCclr);
debounce dbU(clk, btnU, btnUclr);  
debounce dbR(clk, btnR, btnRclr);  
sevenseg_driver seg7(clk, 1'b0, h2, h1, m2, m1, seg, an);  
digital_clock clock(clk, sw, btnCclr, hrup, minup, s1, s2, m1, m2, h1, h2);
always @(posedge clk)
begin
    btnUclr_prev <= btnUclr;  
    btnRclr_prev <= btnRclr;  
    if (btnUclr_prev == 1'b0 && btnUclr == 1'b1) 
        hrup <= 1'b1; 
    else 
        hrup <= 1'b0;
    if (btnRclr_prev == 1'b0 && btnRclr == 1'b1) 
        minup <= 1'b1; 
    else 
        minup <= 1'b0;
end
assign led[7:0] = {s2, s1};
endmodule
==> flow_metrics.tcl <==
# collected from the flow reports
set metrics [dict create \
    p_switching_uw 409.7 \
    arrival_ns 3.39 \
    full_die_area_mm2 0.02804 \
    timing_worst_slew_pin_value_ns 0.8100 \
    die.size.x_um 167.5 \
    drc 0 \
    power.share.combinational_pct 4.8 \
    reg2regPathDepth 10 \
    cts.htree.levels 4 \
    post_synth.cell_area_avg_um2 9.075 \
    hold_viol 0 \
    hold_depth 0 \
    synth_cell_area_mm2 0.008213 \
    detail_route.wirelength_um 14370 \
    cts_resized 0 \
    timing.hold.worst_endpoint "dbR.pb_sync_1$_DFF_P_" \
    synth_warnings 9 \
    via_count 5932 \
    antenna_cells_inserted 0 \
    minimum_period_implied_by_the_final_worst_setup_slack_ns 4.786 \
    outcome "finished, final reports clean" \
    post_synth_inst_count 905 \
    globalRouteOverflowTotal 0 \
    grt_max_degree 33 \
    cts_made_buffers 17 \
    synth-seq-cells 152 \
    ys_area_mm2 0.008213 \
    detailedRoute.firstIterationViolations 315 \
    drt_pass1_iterations 4 \
    timing.max_cap.violations 0 \
    hold_start "dbR.pb_sync_0$_DFF_P_" \
    clkPwrFrac_pct 47.6 \
    timing.max_slew.rel_slack_pct 45.76 \
    portBuffers 22 \
    worstReg2RegEnd "clock.hour[0]$_SDFFE_PP0P_" \
    tool_warnings 62 \
    edf_count 35 \
    reg2reg_from "clock.clkc[0]$_SDFFCE_PP0P_" \
    number_of_global_route_vias_before_repair 5532 \
    yosys-stat-cells 905 \
    grt_setup_unrepaired "no" \
    internal_power_mw 1.403 \
    ff2ff_setup_slack_ns 4.34 \
    worstSkewPairLatency_ns 0.41 \
    place.gp.congestion 0.8889 \
    synth.lib_cells_used.distinct 74 \
    power.density_cell_area_mw_per_mm2 194.3 \
    clock_tree_from_tritoncts "built" \
    root_buffer "sky130_fd_sc_hd__clkbuf_16" \
    post-dp-hpwl_um 10100 \
    grt.total_usage_pct 10.77 \
    post_drt_via_cell_ratio 4.664 \
    hold_bufs_inserted_after_cts 0 \
    ios 24 \
    fillCellCount 2712 \
    endpoint_kind "output pin" \
    route.antenna.remaining_nets 0 \
    maxSlewViolCount 0 \
    antenna_found_initial 0 \
    setup_violations 0 \
    core_util_floorplan_pct 30.56 \
    die_h_um 167.5 \
    swShare_pct 22.61 \
    max_clock_freq_mhz 208.9 \
    placementRows 60 \
    area_of_the_core_region_mm2 0.02688 \
    grt_pass1_wl_um 25160 \
    share_seq_of_total_power_pct 47.6 \
    number_of_register_pins_that_no_clock_reaches 13 \
    worst_setup_path_start_kind "register" \
    synthToLayoutAreaGrowth_pct 13.57 \
    min_path_type "register to register" \
    cts.repair_timing.setup_buffer_count 0 \
    path_class "register to output pin" \
    post_route_cells_drive_above_1_share_pct 5.048 \
    vdd.ir_drop.worst_v 0.0001640 \
    fin_cells 1272 \
    cp.required_ns 5.60 \
    clockBufferDepth 2 \
    setup_total_negative_slack_ns 0 \
    placed_cells_incl_taps 1240 \
    ys.flop_type "sky130_fd_sc_hd__dfxtp_1" \
    fin_crit_sh_pct 68.37 \
    static-leakage-power_nw 3.591 \
    synth_async_reset_ratio_pct 0 \
    fin_skew_ns 0.01005 \
    critPathMaxFanout 9 \
    worst_setup_hold_path_clk_slew_ns 0.06 \
    post-layout-total-power_mw 1.812 \
    avgRoutedWirePerCell_um 11.30 \
    endpoints_left_unconstrained 24 \
    portion_of_the_post_synthesis_area_used_by_sequential_elements_pct 41.32 \
]
[per-stage QoR]
step	cell area (µm²)	util [%]	hold WS (ns)	setup slack, ns
finish	9328	34.71	0.3376	2.214
global route	9328	34.71	0.3533	1.876
CTS	9328	34.71	0.3393	2.183
detailed placement	8752	32.57	0.3232	2.639
global placement	8752	32.57	0.3152	2.701
floorplan	8213	-	0.3096	1.776
[worst max path at each step]
stage | from | end | slack [ns] | cells after the start
CTS | clock.sec[3]$_SDFFE_PP0P_ | led[3] | 2.18 | 15
global route | clock.sec[3]$_SDFFE_PP0P_ | led[3] | 1.88 | 15
finish | clock.sec[3]$_SDFFE_PP0P_ | led[3] | 2.21 | 15
[synth_stat cells, types with 3 or more instances]
| cell type | n | area share [%] |
|---|---|---|
| sky130_fd_sc_hd__dfxtp_1 | 117 | 29 |
| sky130_fd_sc_hd__nor2_1 | 117 | 5.3 |
| sky130_fd_sc_hd__nand2_1 | 68 | 3.1 |
| sky130_fd_sc_hd__ha_1 | 57 | 8.7 |
| sky130_fd_sc_hd__xor2_1 | 57 | 6.1 |
| sky130_fd_sc_hd__inv_1 | 54 | 2.5 |
| sky130_fd_sc_hd__xnor2_1 | 51 | 5.4 |
| sky130_fd_sc_hd__nand3_1 | 49 | 3.0 |
| sky130_fd_sc_hd__edfxtp_1 | 35 | 13 |
| sky130_fd_sc_hd__o21ai_0 | 32 | 1.9 |
| sky130_fd_sc_hd__a21oi_1 | 24 | 1.5 |
| sky130_fd_sc_hd__clkbuf_1 | 22 | 1.0 |
| sky130_fd_sc_hd__nor2b_1 | 20 | 1.5 |
| sky130_fd_sc_hd__and3_1 | 18 | 1.4 |
| sky130_fd_sc_hd__nand4_1 | 17 | 1.3 |
| sky130_fd_sc_hd__nor3_1 | 11 | 0.67 |
| sky130_fd_sc_hd__mux2i_1 | 10 | 1.2 |
| sky130_fd_sc_hd__nor4_1 | 9 | 0.69 |
| sky130_fd_sc_hd__a32oi_1 | 8 | 0.85 |
| sky130_fd_sc_hd__and4_1 | 8 | 0.85 |
| sky130_fd_sc_hd__nand2b_1 | 8 | 0.61 |
| sky130_fd_sc_hd__or3_1 | 8 | 0.61 |
| sky130_fd_sc_hd__nor4b_1 | 7 | 0.75 |
| sky130_fd_sc_hd__a21o_1 | 6 | 0.55 |
| sky130_fd_sc_hd__and2_1 | 6 | 0.46 |
| sky130_fd_sc_hd__a21boi_0 | 5 | 0.46 |
| sky130_fd_sc_hd__a31oi_1 | 5 | 0.38 |
| sky130_fd_sc_hd__o21a_1 | 5 | 0.46 |
| sky130_fd_sc_hd__o31ai_1 | 5 | 0.46 |
| sky130_fd_sc_hd__buf_2 | 4 | 0.24 |
| sky130_fd_sc_hd__buf_4 | 3 | 0.27 |
| sky130_fd_sc_hd__nand4b_1 | 3 | 0.32 |
| sky130_fd_sc_hd__o211a_1 | 3 | 0.37 |
| sky130_fd_sc_hd__o211ai_1 | 3 | 0.27 |
| sky130_fd_sc_hd__or2_2 | 3 | 0.23 |
[state kept, by name (all words and copies together) (netlist names), 7 cells and up]
register and count:
clock.clkc 32, dbC.count 20, dbR.count 20, dbU.count 20
seg7.seg 7, seg7.segclk 13
[layout make-up]
| type | count | area, µm² | area share, % |
|---|---|---|---|
| Clock inverter | 15 | 150.1 | 1.610 |
| Timing Repair Buffer | 24 | 235.2 | 2.522 |
| Sequential cell | 152 | 3393 | 36.38 |
| Inverter | 55 | 206.4 | 2.213 |
| Tap cell | 341 | 426.7 | 4.574 |
| Clock buffer | 17 | 425.4 | 4.561 |
| Multi-Input combinational cell | 668 | 4491 | 48.14 |
[logic make-up (layout without fill, tap and decap cells)]
kind of cell             after synthesis  in the layout  synth area share [%]
AND-OR/OR-AND                        123            123                 10.16
XOR/XNOR                             108            108                 11.52
adder cells (fa/ha/maj)               59             59                 8.927
buffers and inverters                 85            111                 4.083
flip-flops                           152            152                 41.32
multiplexers                          12             12                 1.493
other                                  1              1               0.04566
AND/OR/NAND/NOR                      365            365                 22.46
[cell usage in the layout (no fill, tap or decap), types with 9 or more instances in the layout]
cell                              count
sky130_fd_sc_hd__a21oi_1             24
sky130_fd_sc_hd__and3_1              18
sky130_fd_sc_hd__clkbuf_16           17
sky130_fd_sc_hd__clkdlybuf4s50_1     22
sky130_fd_sc_hd__dfxtp_1            117
sky130_fd_sc_hd__edfxtp_1            35
sky130_fd_sc_hd__ha_1                57
sky130_fd_sc_hd__inv_1               54
sky130_fd_sc_hd__mux2i_1             10
sky130_fd_sc_hd__nand2_1             68
sky130_fd_sc_hd__nand3_1             49
sky130_fd_sc_hd__nand4_1             17
sky130_fd_sc_hd__nor2_1             117
sky130_fd_sc_hd__nor2b_1             20
sky130_fd_sc_hd__nor3_1              11
sky130_fd_sc_hd__nor4_1               9
sky130_fd_sc_hd__o21ai_0             32
sky130_fd_sc_hd__xnor2_1             51
sky130_fd_sc_hd__xor2_1              57
[power by group through the flow]
stage         clock network [mW]  logic, mW  registers, mW
global route               0.927      0.103          0.865
CTS                        0.890     0.0887          0.862
finish                     0.862     0.0876          0.862
[worst max-delay path, stage by stage, from the launching register on]
cell	delay (ns)
sky130_fd_sc_hd__dfxtp_1	0.38
sky130_fd_sc_hd__nor2_1	0.16
sky130_fd_sc_hd__inv_1	0.07
sky130_fd_sc_hd__ha_1	0.28
sky130_fd_sc_hd__nand2b_1	0.05
sky130_fd_sc_hd__a21boi_0	0.15
sky130_fd_sc_hd__o21ai_0	0.09
sky130_fd_sc_hd__a22oi_1	0.38
sky130_fd_sc_hd__xnor2_1	0.20
sky130_fd_sc_hd__ha_1	0.19
sky130_fd_sc_hd__inv_1	0.05
sky130_fd_sc_hd__and2_1	0.15
sky130_fd_sc_hd__xor2_1	0.16
sky130_fd_sc_hd__nor2_1	0.05
sky130_fd_sc_hd__a31oi_1	0.14
sky130_fd_sc_hd__clkdlybuf4s50_1	0.47
[metal layers]
layer,up-vias,share of wire (%),global-route usage (%)
li1,3151,-,-
met1,2703,53,16.36
met2,69,44,16.65
met3,9,2.7,2.167
met4,0,0.75,1.316
met5,-,0,0
Power figures rest on the tool's default switching activity, not on a simulated workload.
